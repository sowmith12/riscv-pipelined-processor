--- /design/flow/run.sh ---
#!/bin/bash
# OpenROAD 26Q1-2900-gdf79404cd8, Yosys 0.63+post, stock flow scripts
make -C /OpenROAD-flow-scripts/flow DESIGN_CONFIG=/design/flow/config.mk WORK_HOME=/design/flow/orfs finish
--- /design/flow/config.mk ---
export PLATFORM = sky130hd
export DESIGN_NAME = execute
export DESIGN_NICKNAME = execute
export VERILOG_FILES = /design/flow/design.v
export SDC_FILE = /design/flow/constraint.sdc
export NUM_CORES = 4
export LEC_CHECK = 1
export CORE_UTILIZATION = 30
--- /design/flow/constraint.sdc ---
current_design execute

set clk_period 25.2
set clk_io_pct 0.2

create_clock -name clk0 -period $clk_period [get_ports {clk}]

set non_clock_inputs [all_inputs -no_clocks]
set_input_delay [expr $clk_period * $clk_io_pct] -clock clk0 $non_clock_inputs
set_output_delay [expr $clk_period * $clk_io_pct] -clock clk0 [all_outputs]
--- /design/flow/design.v ---
module ALU (
    input [31:0] A, B,
    input [3:0] ALUCtl,
    output reg [31:0] ALUOut,
    output reg zero
);
    always @(*) begin
        case (ALUCtl)
            4'b0000: ALUOut = A + B;          
            4'b0001: ALUOut = A - B;          
            4'b0010: ALUOut = ($signed(A) < $signed(B)) ? 32'b1 : 32'b0;  
            4'b0011: ALUOut = A | B;          
            4'b0100: ALUOut = A & B;          
            4'b0101: ALUOut = (A < B) ? 32'b1 : 32'b0;  
            default: ALUOut = 32'b0;
        endcase
        zero = (ALUOut == 0) ? 1'b1 : 1'b0;
    end
endmodule
module ALUCtrl (
    input [1:0] ALUOp,
    input [6:0] funct7,
    input [2:0] funct3,
    output reg [3:0] ALUCtl
);
    always @(*) begin
        case (ALUOp)
            2'b00: ALUCtl = 4'b0000;  
            2'b01: ALUCtl = 4'b0001;  
            2'b10: begin
                case (funct3)
                    3'b000: ALUCtl = (funct7 == 7'b0100000) ? 4'b0001 : 4'b0000;  
                    3'b010: ALUCtl = 4'b0010;  
                    3'b110: ALUCtl = 4'b0011;  
                    3'b111: ALUCtl = 4'b0100;  
                    3'b011: ALUCtl = 4'b0101;  
                    default: ALUCtl = 4'b0000;
                endcase
            end
            default: ALUCtl = 4'b0000;
        endcase
    end
endmodule
module Adder (
    input signed [31:0] a,
    input signed [31:0] b,
    output signed [31:0] sum
);
    assign sum = a + b;
endmodule
module Mux2to1 #(
    parameter size = 32
) (
    input sel,
    input signed [size-1:0] s0,
    input signed [size-1:0] s1,
    output wire signed [size-1:0] out
);
    assign out = sel ? s1 : s0;
endmodule
module ShiftLeftOne (
    input signed [31:0] i,
    output signed [31:0] o
);
    assign o = i << 1;
endmodule
module execute (
    input clk, rst, ALUSrcE, MemWriteE, branchE, MemReadE, MemtoRegE,
    input [31:0] ReadData1E, ReadData2E, ImmExtE, PCE, PCPlus4E, InstD,
    input [1:0] ALUOpE,
    output [31:0] ALUOutM, WriteDataM, PCTarget, PCPlus4M,
    output ZeroM, branchM, PCSrcE, MemWriteM, MemReadM, MemtoRegM
);
    wire [31:0] ImmExtShift, SrcB, ALUOut;
    wire Zero;
    wire [3:0] ALUCtl;
    reg MemWriteE_r, ZeroE_r, MemtoRegE_r, MemReadE_r, branchE_r;
    reg [31:0] ALUOutE_r, WriteDataE_r;
    ShiftLeftOne m_ShiftLeftOne (
        .i(ImmExtE),
        .o(ImmExtShift)
    );
    Adder m_Adder_2 (
        .a(PCE),
        .b(ImmExtShift),
        .sum(PCTarget)
    );
    Mux2to1 #(.size(32)) m_Mux_ALU (
        .sel(ALUSrcE),
        .s0(ReadData2E),
        .s1(ImmExtE),
        .out(SrcB)
    );
    ALUCtrl m_ALUCtrl (
        .ALUOp(ALUOpE),
        .funct7(InstD[31:25]),
        .funct3(InstD[14:12]),
        .ALUCtl(ALUCtl)
    );
    ALU m_ALU (
        .ALUCtl(ALUCtl),
        .A(ReadData1E),
        .B(SrcB),
        .ALUOut(ALUOut),
        .zero(Zero)
    );
    always @(posedge clk or negedge rst) begin
        if (rst == 1'b0) begin
            MemWriteE_r <= 0;
            ALUOutE_r <= 32'b0;
            ZeroE_r <= 0;
            MemtoRegE_r <= 0;
            MemReadE_r <= 0;
            branchE_r <= 0;
            WriteDataE_r <= 32'b0;
        end else begin
            MemWriteE_r <= MemWriteE;
            ALUOutE_r <= ALUOut;
            ZeroE_r <= Zero;
            MemtoRegE_r <= MemtoRegE;
            MemReadE_r <= MemReadE;
            branchE_r <= branchE;
            WriteDataE_r <= ReadData2E;
        end
    end
    assign PCSrcE = ZeroE_r & branchE_r;
    assign MemWriteM = MemWriteE_r;
    assign PCPlus4M = PCPlus4E;
    assign WriteDataM = WriteDataE_r;
    assign ALUOutM = ALUOutE_r;
    assign branchM = branchE_r;
    assign MemReadM = MemReadE_r;
    assign MemtoRegM = MemtoRegE_r;
    assign ZeroM = ZeroE_r;
endmodule
==> results.ini <==
[power_and_ir_drop]
clkPwrFrac = 0.250
p_int_uw = 345
powerDensity_nw_per_um2 = 45.4
p_leak_uw = 0.00527
p_switching_uw = 205
p_seq_frac = 0.236
peakVddDrop_uv = 31.0
combPwrFrac = 0.513
p_sw_frac = 0.373
power_uw = 550

[clock_tree]
cts_max_path_buffers = 2
cts_setup_buffers = 0
cts.repair.resized = 0
cts_hold_buf = 0
cts-buffers-inserted = 9
tritoncts = yes
path_clk_slew_ns = 0.07
clock_sinks = 69
root_buffer = clkbuf_16
cts_max_level = 3

[place]
placed_cells = 1704
gp_congestion = 0.935
port_buffers = 246
hpwl_mm = 25.2

[global_route]
grt_pass1_wl_mm = 48.2
grt-ovfl-total = 0
antenna_found_initial = 0
grt_max_degree = 49
grt_pass1_vias = 8675
grt_use_total = 0.199

[floorplanning]
num_io_pins = 335
dieArea_um2 = 31900
fp_util = 0.306
rows = 64
coreArea_um2 = 30600
die_w_um = 179
die_y_um = 179

[logic_synthesis]
simple_gate_share = 0.158
synth.area.mux_share = 0.0399
synth.distinct_cells = 101
synth.top_cell.area_share = 0.185
syn-instance-count = 1133
adder_share = 0.186
postSynthSeqShare = 0.185
area_leaders = dfrtp_1, ha_1, a21oi_1, inv_1, mux2i_1
avgSynthCellArea_um2 = 8.25
ys_async_sr_fraction = 1.00
synth_area_um2 = 9350
synthXorXnorAreaFrac = 0.0309
yosys.area_share.aoi = 0.292
yosysWarnings = 3
yosysTopAreaCell = dfrtp_1
top_logic_kind = AND-OR/OR-AND gates
ys_chip_area_um2 = 9350
edf_count = 0
yosys-stat-cells = 1133
dominantRegCellSynth = dfrtp_1
ys.flops = 69

[drt]
wl_per_cell_um = 18.3
ant_nets = 0
viasPerCell = 5.32
post-route-drc-count = 0
drtIter0Drc = 451
dr_total_vias = 9142
drt-pass1-iter-count = 5
insertedDiodeCount = 0
drt-total-wl_mm = 31.5

[timing]
min_period_over_period = 0.553
fin_setup_tns_ns = 0
slew_violations = 0
fin_crit_ns = 13.94
final-setup-viol-count = 0
rsz0062_at_grt = false
fmax_mhz = 71.7
hold_violations = 0
slew-limit-headroom = 0.496
worstMarginPinSlew_ns = 0.753

[status]
outcome = complete, no violations

[layout]
layout.cells.non_filler = 1720
layout_top_cells = clkdlybuf4s50_1, ha_1, inv_1
fill_cells = 3138
lay_top_count = clkdlybuf4s50_1
area_growth_pct = 29.6
drive_gt1_frac = 0.0642

[worst_setup_path]
crit_path_end_kind = primary output
cp_data_required_time_ns = 20.16
arrival_ns = 8.90
path_class = input pin to primary output
path_max_fanout = 3
crit_path_start_kind = input pin

[flow_run]
tool_warnings = 118
cap_violations = 0

[worst_hold_path]
hold_path_class = input pin to asynchronous set/reset pin

[cell type report]
cell class / instances / area, µm² / area share
multi-input cells: 867 / 6620 / 0.546
repair buffers: 257 / 2540 / 0.209
flip-flops and latches: 69 / 1730 / 0.142
well taps: 396 / 495 / 0.0409
inverters: 115 / 432 / 0.0356
clock buffers: 9 / 225 / 0.0186
clock inverters: 7 / 80.1 / 0.00661
[per-layer routing]
metal / global-route usage / up-vias / routed length [µm]
li1: - / 4503 / -
met1: 0.294 / 4278 / 14500
met2: 0.303 / 316 / 13800
met3: 0.0346 / 45 / 2370
met4: 0.0473 / 0 / 801
met5: 0 / - / 0
[critical path, stage by stage]
cell             delay [ns]
clkdlybuf4s50_1        0.45
ha_1                   0.31
a21o_1                 0.18
a21oi_1                0.22
nor2b_1                0.10
o21ai_0                0.32
o31ai_1                0.17
o41ai_1                0.47
o21ai_0                0.34
o211ai_1               0.35
nand2_1                0.12
a311oi_1               0.31
clkdlybuf4s50_1        0.52
[state kept, by name, summed over array words and instances, names as in the netlist]
name / flops
MemWriteE_r: 1
WriteDataE_r: 32
branchE_r: 1
MemtoRegE_r: 1
MemReadE_r: 1
ZeroE_r: 1
ALUOutE_r: 32
[cell usage after synthesis, types with 14 or more instances]
library cell	n
a21oi_1	91
a211oi_1	14
ha_1	134
nor3_1	31
clkbuf_1	23
nand2_1	52
buf_4	37
inv_1	114
o21a_1	18
nor2_1	80
nand3_1	21
mux2i_1	35
a21o_1	20
dfrtp_1	69
o21bai_1	16
o21ai_0	54
a221oi_1	14
xnor2_1	26
a31oi_1	14
[per-stage QoR]
step | hold WS, ns | util | worst slack, ns | instance area (µm²)
finish | 4.56 | 0.396 | 11.26 | 12100
global route | 4.57 | 0.396 | 11.00 | 12100
CTS | 4.56 | 0.396 | 11.16 | 12100
detailed placement | 4.95 | 0.386 | 11.17 | 11800
global placement | 4.95 | 0.386 | 11.15 | 11800
floorplan | 4.74 | - | 12.87 | 9350
[kinds of logic (layout without fill, tap and decap cells)]
kind of cell	count (synthesis)	after routing
XOR/XNOR	33	33
AND/OR/NAND/NOR	283	283
adder cells (fa/ha/maj)	137	137
multiplexers	37	37
buffers and inverters	197	388
AND-OR/OR-AND	377	377
flip-flops	69	69
[power by group through the flow]
stage     sequential [µW]  clock [µW]  combinational [µW]
4_1_cts               130         143                 282
5_1_grt               131         149                 310
6_report              130         138                 282
[final timing paths]
| check | start | end | slack, ns | cells past startpoint |
|---|---|---|---|---|
| min in group clk0 | MemReadE | MemReadE_r | 5.12 | 1 |
| max in group asynchronous | rst | WriteDataE_r[26] | 19.70 | 2 |
| worst min-delay path | rst | WriteDataE_r[15] | 4.56 | 1 |
| worst max-delay path | ImmExtE[1] | PCTarget[30] | 11.26 | 13 |
