[/design/flow/design.v]
module Control (
    input [6:0] opcode,
    input [2:0] funct3,   
    output reg branch, memRead, memtoReg, memWrite, ALUSrc, regWrite,
    output reg [1:0] ALUOp
);
    always @(*) begin
        case (opcode)
            7'b0110011: begin  
                ALUOp = 2'b10; branch = 0; memRead = 0; memtoReg = 0; memWrite = 0; ALUSrc = 0; regWrite = 1;
            end
            7'b0010011: begin  
                ALUOp = 2'b10; branch = 0; memRead = 0; memtoReg = 0; memWrite = 0; ALUSrc = 1; regWrite = 1;
            end
            7'b0000011: begin  
                ALUOp = 2'b00; branch = 0; memRead = 1; memtoReg = 1; memWrite = 0; ALUSrc = 1; regWrite = 1;
            end
            7'b0100011: begin  
                ALUOp = 2'b00; branch = 0; memRead = 0; memtoReg = 0; memWrite = 1; ALUSrc = 1; regWrite = 0;
            end
            7'b1100011: begin  
                ALUOp = 2'b01; branch = 1; memRead = 0; memtoReg = 0; memWrite = 0; ALUSrc = 0; regWrite = 0;
            end
            default: begin
                ALUOp = 2'b00; branch = 0; memRead = 0; memtoReg = 0; memWrite = 0; ALUSrc = 0; regWrite = 0;
            end
        endcase
    end
endmodule
module ImmGen #(
    parameter Width = 32
) (
    input [Width-1:0] inst,
    output reg signed [Width-1:0] imm
);
    wire [6:0] opcode = inst[6:0];
    always @(*) begin
        case (opcode)
            7'b0010011: imm <= {{20{inst[31]}}, inst[31:20]};  
            7'b0100011: imm <= {{20{inst[31]}}, inst[31:25], inst[11:7]};  
            7'b1100011: imm <= {{20{inst[31]}}, inst[7], inst[30:25], inst[11:8], 1'b0};  
            7'b1101111: imm <= {{12{inst[31]}}, inst[19:12], inst[20], inst[30:21], 1'b0};  
            default: imm <= 32'b0;
        endcase
    end
endmodule
module Register (
    input clk, rst, regWrite,
    input [4:0] readReg1, readReg2, writeReg,
    input [31:0] writeData,
    output [31:0] readData1, readData2
);
    reg [31:0] regs [0:31];
    assign readData1 = (readReg1 != 0) ? regs[readReg1] : 0;
    assign readData2 = (readReg2 != 0) ? regs[readReg2] : 0;
    always @(posedge clk) begin
        if (~rst) begin
            regs[0] <= 0; regs[1] <= 0; regs[2] <= 32'd128; regs[3] <= 0;
            regs[4] <= 0; regs[5] <= 0; regs[6] <= 0; regs[7] <= 0;
            regs[8] <= 0; regs[9] <= 0; regs[10] <= 0; regs[11] <= 0;
            regs[12] <= 0; regs[13] <= 0; regs[14] <= 0; regs[15] <= 0;
            regs[16] <= 0; regs[17] <= 0; regs[18] <= 0; regs[19] <= 0;
            regs[20] <= 0; regs[21] <= 0; regs[22] <= 0; regs[23] <= 0;
            regs[24] <= 0; regs[25] <= 0; regs[26] <= 0; regs[27] <= 0;
            regs[28] <= 0; regs[29] <= 0; regs[30] <= 0; regs[31] <= 0;
        end else if (regWrite && writeReg != 0)
            regs[writeReg] <= writeData;
    end
endmodule
module decode (
    input clk, rst,
    input [31:0] InstD, PCD, PCPlus4D, WriteDataE,
    output branchE, MemReadE, MemtoRegE, MemWriteE, ALUSrcE,
    output [31:0] ReadData1E, ReadData2E, ImmExtE, PCE, PCPlus4E,
    output [1:0] ALUOpE
);
    wire branch, memRead, memtoReg, memWrite, ALUSrc, regWrite;
    wire [1:0] ALUOp;
    wire [31:0] readData1, readData2, ImmExt;
    reg ALUSrcD_r, MemWriteD_r, BranchD_r, MemReadD_r, MemtoRegD_r;
    reg [31:0] RD1_D_r, RD2_D_r, ImmExt_D_r, PCD_r, PCPlus4D_r;
    reg [1:0] ALUOpD_r;
    Control m_Control (
        .opcode(InstD[6:0]),
        .funct3(InstD[14:12]),  
        .branch(branch),
        .memRead(memRead),
        .memtoReg(memtoReg),
        .ALUOp(ALUOp),
        .memWrite(memWrite),
        .ALUSrc(ALUSrc),
        .regWrite(regWrite)
    );
    Register m_Register (
        .clk(clk),
        .rst(rst),
        .regWrite(regWrite),
        .readReg1(InstD[19:15]),
        .readReg2(InstD[24:20]),
        .writeReg(InstD[11:7]),
        .writeData(WriteDataE),
        .readData1(readData1),
        .readData2(readData2)
    );
    ImmGen #(.Width(32)) m_ImmGen (
        .inst(InstD),
        .imm(ImmExt)
    );
    always @(posedge clk or negedge rst) begin
        if (rst == 1'b0) begin
            ALUSrcD_r <= 1'b0;
            MemWriteD_r <= 1'b0;
            BranchD_r <= 1'b0;
            RD1_D_r <= 32'h0;
            RD2_D_r <= 32'h0;
            ImmExt_D_r <= 32'h0;
            PCD_r <= 32'h0;
            PCPlus4D_r <= 32'h0;
            MemReadD_r <= 1'b0;
            MemtoRegD_r <= 1'b0;
            ALUOpD_r <= 2'b00;
        end else begin
            ALUSrcD_r <= ALUSrc;
            MemWriteD_r <= memWrite;
            BranchD_r <= branch;
            RD1_D_r <= readData1;
            RD2_D_r <= readData2;
            ImmExt_D_r <= ImmExt;
            PCD_r <= PCD;
            PCPlus4D_r <= PCPlus4D;
            MemReadD_r <= memRead;
            MemtoRegD_r <= memtoReg;
            ALUOpD_r <= ALUOp;
        end
    end
    assign ALUSrcE = ALUSrcD_r;
    assign MemWriteE = MemWriteD_r;
    assign branchE = BranchD_r;
    assign ReadData1E = RD1_D_r;
    assign ReadData2E = RD2_D_r;
    assign ImmExtE = ImmExt_D_r;
    assign PCE = PCD_r;
    assign MemReadE = MemReadD_r;
    assign MemtoRegE = MemtoRegD_r;
    assign ALUOpE = ALUOpD_r;
    assign PCPlus4E = PCPlus4D_r;
endmodule
[/design/flow/run.sh]
#!/bin/bash
# OpenROAD 26Q1-2900-gdf79404cd8, Yosys 0.63+post, stock flow scripts
make -C /OpenROAD-flow-scripts/flow DESIGN_CONFIG=/design/flow/config.mk WORK_HOME=/design/flow/orfs finish
[/design/flow/config.mk]
export PLATFORM = sky130hd
export DESIGN_NAME = decode
export DESIGN_NICKNAME = decode
export VERILOG_FILES = /design/flow/design.v
export SDC_FILE = /design/flow/constraint.sdc
export NUM_CORES = 4
export LEC_CHECK = 1
export CORE_UTILIZATION = 50
[/design/flow/constraint.sdc]
current_design decode

set clk_period 3.3
set clk_io_pct 0.2

create_clock -name clk0 -period $clk_period [get_ports {clk}]

set non_clock_inputs [all_inputs -no_clocks]
set_input_delay [expr $clk_period * $clk_io_pct] -clock clk0 $non_clock_inputs
set_output_delay [expr $clk_period * $clk_io_pct] -clock clk0 [all_outputs]
==> impl_metrics.yaml <==
# physical design summary
critical_path:
  end_kind: "register"
  critical-path-top-delay-family: "simple AND/OR/NAND/NOR gates"
  cp.arrival_ps: 3200
  cp_num_buf_inv: 3
  path_class: "input pin to register"
  crit_top_cell: "buf_12"
  worstPathRequired_ps: 3920
  reg2reg_slack_ps: 1200
  crit_fanout: 126
  critPathSlowestCell: "buf_12"
  worstPathCellList: "clkdlybuf4s50_1 > nand4bb_4 > nor4b_4 > buf_12 > and3b_4 > buf_12 > and3_1"
  cp_slowest_stage_delay_ps: 450
  crit_path_start_kind: "input pin"
power_and_ir_drop:
  p_clk_frac: 0.402
  irDropWorstVdd_v: 0.0005443
  leakage_nw: 25.94
  power_density_nw_per_um2: 528.0
  swShare: 0.2498
  switching_power_mw: 9.243
  pwr-share-seq: 0.472
  power.internal_mw: 27.75
  combPwrFrac: 0.126
placement:
  dpl.hpwl_microns: 140900
  io_buffers: 296
  routabilityCongestion: 0.9720
  dp_slack_ps: 83.38
  placed_area_sq_um: 65630
route:
  drt_iter0_drc: 3257
  drt_wl_total_microns: 227000
  ant_nets: 0
  drc: 0
  vias: 41250
  avgRoutedWirePerCell_microns: 36.36
  drt_pass1_iterations: 5
  avgViaCountPerCell: 6.607
outcome:
  outcome: "finished clean"
final_timing:
  finalSetupViolations: 0
  worst_hold_slack_ps: 48.37
  finalClockPeriodUsage: 0.7809
  relSlewSlack: 0.3081
  slew_viol_final: 0
  fin_crit_ps: 2577
  hold_viol_final: 0
  finClkSkew_ps: 22.02
  tightest_slew_ps: 1035
  fmax_mhz: 388.0
  finalWorstSetupSlack_ps: 722.9
  rsz0062_at_grt: "false"
yosys:
  synth_flops: 1179
  ys_seq_frac: 0.5923
  ys_cells: 4218
  async_reset_ff_frac: 0.1315
  edf_count: 1024
  synth_cell_types: 51
  synth.avg_cell_area_sq_um: 13.86
  synth_chip_area_sq_um: 58460
  yosys_most_used_dff: "edfxtp_1"
  syn-cell-area_sq_um: 58460
  syn_inst: 4218
  yosys_warnings: 4
grt:
  grt_overflow: 0
  grt_use_total: 0.4289
  antenna_found_initial: 34
  grt_pass1_vias: 43469
  grt_pass1_wl_microns: 317200
  grt_start_max_net_pins: 127
die:
  die_area_sq_um: 118300
  fp.coreArea_sq_um: 116000
  top_level_ports: 297
  die_w_microns: 343.9
  die_y_microns: 343.9
  fp-row-count: 125
  fp-utilization: 0.5038
clocking:
  clk_latency_ps: 760
  clockRootBuffer: "clkbuf_16"
  cts_hold_buf: 1
  clk_pin_slew_ps: 60
  cts_tree: "done"
  cts_resized: 0
  cts_made_buffers: 132
  cts.sinks: 1179
  htree_levels: 4
  cts_buffer_depth: 3
  cts_post_setup_buffers_inserted: 0
cells_and_area:
  drive_gt1_frac: 0.2088
  final_area_sq_um: 70060
  fillerInstances: 8720
  syn_to_final_growth_pct: 19.84
job:
  openroad.warnings: 30
  drv_cap: 0
hold_path:
  min_path_type: "input pin to async pin"
cells in the final DEF, fill, tap and decap left out, types with 29 or more instances in the layout:
| master | n |
|---|---|
| edfxtp_1 | 1024 |
| a22oi_1 | 110 |
| a221oi_1 | 32 |
| clkdlybuf4s50_1 | 287 |
| mux4_2 | 284 |
| o22ai_1 | 61 |
| nand2_1 | 228 |
| o221ai_1 | 46 |
| clkbuf_1 | 29 |
| and3_1 | 223 |
| buf_4 | 206 |
| nand4_1 | 33 |
| buf_12 | 110 |
| conb_1 | 32 |
| a211oi_1 | 67 |
| diode_2 | 30 |
| clkbuf_16 | 136 |
| mux2i_1 | 459 |
| dfrtp_1 | 155 |
| nor2_1 | 520 |
| and2_1 | 260 |
| mux2_2 | 86 |
layout make-up:
type                    instances  area [sq um]  share of cell area
clock buffers                 178          3691             0.05268
diodes                         30         75.07            0.001072
well taps                    1524          1907             0.02722
clock inverters                63         653.1            0.009322
repair buffers                610          6716             0.09587
flip-flops and latches       1179         34630              0.4943
multi-input cells            2657         22380              0.3195
inverters                       2         7.507           0.0001072
logic make-up (layout without fill, tap and decap cells):
family	count (synthesis)	count (layout)	share of synthesized area
AND/OR/NAND/NOR	1363	1363	0.1137
flip-flops	1179	1179	0.5923
multiplexers	829	829	0.2046
AND-OR/OR-AND	433	433	0.05355
buffers and inverters	413	853	0.03581
other	1	62	0.00006414
worst register-to-register path: cells and delay by family (launching register included):
| family | cells | cell delay, ps |
|---|---|---|
| buffers and inverters | 1 | 200 |
| AOI/OAI and AO/OA | 2 | 610 |
| muxes | 2 | 770 |
| DFF | 1 | 400 |
path summary, 6_finish.rpt:
path,start,endpoint,cells after the start
worst min register to register,m_Register.regs[24][28],RD2_D_r[28],4
worst max register to register,m_Register.regs[28][9],RD1_D_r[9],5
worst max-delay path,InstD[2],m_Register.regs[2][1],7
worst min-delay path,rst,RD2_D_r[16],2
max in group asynchronous,rst,RD1_D_r[8],5
min in group clk0,rst,m_Register.regs[0][14],2
registers in the layout, indices dropped and copies added, names as in the netlist:
register	count
PCPlus4D_r	32
ALUOpD_r	2
m_Register.regs	1024
ALUSrcD_r	1
MemWriteD_r	1
PCD_r	32
ImmExt_D_r	21
BranchD_r	1
RD1_D_r	32
RD2_D_r	32
MemtoRegD_r	1
per-stage QoR:
stage	util	instances	power (mW)	setup TNS [ps]
2_1_floorplan	-	4249	19.80	-60310
3_3_place_gp	0.5655	5971	22.27	0
3_5_place_dp	0.5655	5971	22.28	0
4_1_cts	0.6031	6213	37.00	0
5_1_grt	0.6036	6236	37.96	0
6_report	0.6037	6243	36.99	0
cells in the mapped netlist, drive strengths merged, types with 3 or more instances:
library cell | instances | area [sq um]
clkbuf | 252 | 982.2
and3 | 225 | 1408
o221ai | 46 | 402.9
edfxtp | 1024 | 30750
mux2i | 459 | 4594
mux2 | 86 | 968.4
nand2b | 11 | 68.82
a22o | 5 | 43.79
nand3 | 16 | 80.08
a221oi | 33 | 295.3
nor2 | 532 | 1999
nor3 | 5 | 25.02
and3b | 3 | 26.28
or2 | 4 | 25.03
a21o | 19 | 142.6
dfrtp | 155 | 3879
nand4 | 33 | 206.5
and2 | 265 | 1658
a22oi | 110 | 825.8
o21ai | 27 | 135.1
o22ai | 61 | 381.6
buf | 159 | 1104
a211oi | 71 | 533.0
a21oi | 26 | 130.1
nor2b | 22 | 137.6
a2111oi | 7 | 61.31
mux4 | 284 | 6396
a31oi | 26 | 162.7
nand2 | 238 | 900.9
metal layers:
metal	global-route usage	up-vias	routed length, microns
met2	0.5732	3607	98900
met1	0.5100	20046	69700
met4	0.1876	42	12770
met3	0.3536	702	45040
li1	-	16853	-
met5	0.03606	-	575
power by group through the flow:
stage                 combinational [mW]  sequential [mW]  clock [mW]
after CTS                           4.55             17.5        15.0
after global routing                4.84             17.5        15.6
final                               4.67             17.5        14.9
Power and IR drop assume default switching activity.
