## flow/constraint.sdc

```tcl
current_design writeback

set clk_period 1.0
set clk_io_pct 0.2

create_clock -name clk0 -period $clk_period [get_ports {clk}]

set non_clock_inputs [all_inputs -no_clocks]
set_input_delay [expr $clk_period * $clk_io_pct] -clock clk0 $non_clock_inputs
set_output_delay [expr $clk_period * $clk_io_pct] -clock clk0 [all_outputs]
```

## flow/config.mk

```make
export PLATFORM = sky130hd
export DESIGN_NAME = writeback
export DESIGN_NICKNAME = writeback
export VERILOG_FILES = /design/flow/design.v
export SDC_FILE = /design/flow/constraint.sdc
export NUM_CORES = 4
export LEC_CHECK = 1
export CORE_AREA = 10 10 94 94
export DIE_AREA = 0 0 104 104
```

## flow/design.v

```verilog
module Mux2to1 #(
    parameter size = 32
) (
    input sel,
    input signed [size-1:0] s0,
    input signed [size-1:0] s1,
    output wire signed [size-1:0] out
);
    assign out = sel ? s1 : s0;
endmodule
module writeback (
    input clk, rst,
    input [31:0] ReadDataW, ALUOutW,
    input MemtoRegW,
    output [31:0] WriteDataE
);
    wire [31:0] ResultW;
    Mux2to1 #(.size(32)) result_mux (
        .sel(MemtoRegW),
        .s0(ALUOutW),
        .s1(ReadDataW),
        .out(ResultW)
    );
    reg [31:0] WriteDataE_reg;
    always @(posedge clk or negedge rst) begin
        if (!rst)
            WriteDataE_reg <= 32'b0;
        else
            WriteDataE_reg <= ResultW;
    end
    assign WriteDataE = WriteDataE_reg;
endmodule
```

## flow/run.sh

```bash
#!/bin/bash
# OpenROAD 26Q1-2900-gdf79404cd8, Yosys 0.63+post, stock flow scripts
make -C /OpenROAD-flow-scripts/flow DESIGN_CONFIG=/design/flow/config.mk WORK_HOME=/design/flow/orfs finish
```

==> ci_impl_report.md <==
### Metrics collected by this job

| Metric | Value |
|---|---|
| Die H | 104 microns |
| Reg clk slew, reported paths | 0.06 ns |
| LEAKAGE | 1.09 nW |
| DRT iter0 DRCs | 13 |
| Hold Vio Cnt, Final | 0 |
| Family with the most delay on the worst path | flip-flops |
| Pwr/cell area | 1290 nW/um^2 |
| Highest clock rate | between 1000 and 1500 MHz |
| Via-to-Cell Ratio | 3.44 |
| Placed Cells | 262 |
| Chip width | 104 microns |
| CTS tree | done |
| Placeable Area | 6830 sq um |
| Fin. max-slew vios | 0 |
| Crit Path Class | flip-flop to output port |
| Die area | 10800 sq um |
| Seq/Total Area, Yosys | 59.5% |
| Post-synth cell types | 5 |
| Status | completed |
| Worst Tran Pin Value | between 0.2 and 0.25 ns |
| Tool warnings | 27 |
| Port bufs | 98 |
| Total track usage | between 6 and 7% |
| Vias in the first global route | 1008 |
| Aggregate global routing overflow | 0 |
| # IOs | 99 |
| Slowest stage cell, crit path | dfrtp_1 |
| # Cells Yosys | a little under 70 |
| Cell type with the largest total area | dfrtp_1 |
| DRC | 0 |
| CP startpoint | WriteDataE_reg[29]$_DFF_PN0_ |
| Clock Path Buffers | 2 |
| # rows | 30 |
| Layout area overhead | 75.9% |
| DR pass1 iterations | 2 |
| Total wire length | 3870 microns |
| Placer Congestion | 0.671 |
| Layout cells sized above 1 | between 40 and 50% |
| CP bufs+invs | 1 |
| Syn_area_per_cell | ~20 sq um |
| Unrepaired setup endpoints after global routing | yes |
| Final setup viols | 0 |
| Synth Cell Area | 1350 sq um |
| Post-synth EDFFs | 0 |
| Tmin final | 0.975 ns |
| Critical path arrival | 0.77 ns |
| Critical path endpoint category | output port |
| Async SR Flop Fraction | 100% |
| TritonCTS Buffers | 5 |
| Worst slew margin | a little over four fifths |
| Initial antenna violation count | 0 |
| Commonest cells in the netlist | dfrtp_1 (32), mux2_4 (30), buf_12 (3), mux2_2 (2), buf_6 (1) |
| Root Driver | clkbuf_8 |
| Pwr Total | ~0.003 W |
| Final std cells w/o fill | about 270 |
| Clock sinks | 32 |
| Antenna viol nets, final | 0 |
| Setup crit start kind | flip-flop |
| Yosys top cell by instances | dfrtp_1 |
| Crit path cell chain | buf_2 |
| Required @ worst endpoint | 0.80 ns |
| N_diodes | 0 |
| Worst vdd ir | 0.000465 V |
| Dominant register cell | dfrtp_1 |
| Worst Hold Launch | MemtoRegW |
| Slowest stage delay, CP | 0.38 ns |
| First-pass GRT wire length | 5860 microns |
| Crit share post-route | 97.5% |
| Fin Hold WS | just over 0.4 ns |
| Max reg flops | 32 |
| Hold path endpoint | WriteDataE_reg[7]$_DFF_PN0_ |
| Yosys warnings | 1 |
| Biggest area cells | dfrtp_1 (60%), mux2_4 (33%), buf_12 (4.5%), mux2_2 (1.7%), buf_6 (0.84%) |
| Synthesis area per yosys | 1350 sq um |
| Max_cap viols | 0 |
| Worst hold stages | 3 |
| WL per Instance | between 10 and 15 microns |
| Largest net degree at the start of global routing | 21 |
| Hpwl dp | 3320 microns |
| Post-synth top area share | 59.5% |
| CP max FO | 1 |
| Flops out of synthesis | 32 |
| H-tree Lvls | 2 |
| DR vias | 929 |
| Hold Crit Class | input port to flip-flop |
| Post-Syn Instances | 68 |
| FP Util | 19.7% |
-- final cells by class --
cell class | count | area (sq um)
Fill cell | 693 | 4470
Timing Repair Buffer | 103 | 876
Sequential cell | 32 | 801
Multi-Input combinational cell | 32 | 473
Tap cell | 96 | 120
Clock buffer | 7 | 96.3
-- layout by cell type, fill, tap and decap left out --
cell             count
buf_12               2
mux2_2               2
dlygate4sd3_1        1
buf_2               34
clkbuf_8             7
clkdlybuf4s50_1     64
mux2_4              30
dfrtp_1             32
buf_4                2
-- how the worst max path moves through the flow --
| stage | cells past startpoint | end |
|---|---|---|
| after CTS | 1 | WriteDataE[30] |
| after global routing | 1 | WriteDataE[30] |
| final | 1 | WriteDataE[29] |
-- worst min-delay path: stages --
cell and delay (ns):
buf_2 0.14, buf_12 0.16, mux2_4 0.15
-- where the power goes --
| part | switching, W | internal, W | leakage (nW) |
|---|---|---|---|
| clock network | 0.000442 | 0.000612 | 0.0503 |
| logic | 0.000141 | 0.000450 | 0.671 |
| registers | 0.0000211 | 0.00139 | 0.373 |
-- metrics by stage --
step	TNS, ns	cell area, sq um	utilization [%]	worst slack [ns]
final	0	2370	34.6	0.0252
after CTS	-0.0101	2370	34.6	-0.00588
after detailed placement	-0.0951	2420	35.4	-0.0415
after floorplan	0	1350	-	0.133
after global routing	-0.0155	2370	34.6	-0.00936
after global placement	-0.0787	2420	35.4	-0.0446
-- metal layers --
| metal | routed length (microns) | global-route usage, % | vias up |
|---|---|---|---|
| li1 | - | - | 442 |
| met4 | 4 | 0.497 | 0 |
| met1 | 1590 | 8.35 | 429 |
| met3 | 359 | 3.07 | 2 |
| met2 | 1910 | 11.3 | 56 |
| met5 | 0 | 0 | - |
-- cells by family after synthesis --
group / count (synthesis) / share of synthesized area [%]
buffers and inverters: 4 / 5.30
DFF: 32 / 59.5
muxes: 32 / 35.2
-- repair_timing --
action	CTS	global route
endpoints found under the setup margin	32	2
endpoints found under the hold margin	32	0
hold buffers	1	0
gates resized	102	0
pin swaps	0	0
setup buffers	0	0
Power figures rest on the tool's default switching activity, not on a simulated workload.
